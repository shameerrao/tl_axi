===== design/flow/run.sh =====
#!/bin/bash
# OpenROAD 26Q1-2900-gdf79404cd8, Yosys 0.63+post, stock flow scripts
make -C /OpenROAD-flow-scripts/flow DESIGN_CONFIG=/design/flow/config.mk WORK_HOME=/design/flow/orfs finish

===== design/flow/design.v =====
module tlul_to_axi4 #(
    parameter int DataWidth = 64,
    parameter int AddrWidth = 32,
    parameter int SourceWidth = 8,
    parameter int SinkWidth = 8,
    parameter int MaxSize = 6,
    parameter int IdWidth = 8
) (
    input  logic clk_i,
    input  logic rst_ni,
    input  logic [AddrWidth-1:0] tl_a_address,
    input  logic [DataWidth-1:0] tl_a_data,
    input  logic tl_a_valid,
    output logic tl_a_ready,
    input  logic [SourceWidth-1:0] tl_a_source,
    input  logic [MaxSize-1:0] tl_a_size,
    input  logic [2:0] tl_a_opcode,
    input  logic [DataWidth/8-1:0] tl_a_mask,
    input  logic [2:0] tl_a_param,
    input  logic [3:0] tl_a_corrupt,
    output logic [AddrWidth-1:0] tl_d_address,
    output logic [DataWidth-1:0] tl_d_data,
    output logic tl_d_valid,
    input  logic tl_d_ready,
    output logic [SourceWidth-1:0] tl_d_source,
    output logic [SinkWidth-1:0] tl_d_sink,
    output logic [1:0] tl_d_error,
    output logic [2:0] tl_d_opcode,
    output logic [1:0] tl_d_param,
    output logic [3:0] tl_d_corrupt,
    output logic [IdWidth-1:0] axi_awid,
    output logic [AddrWidth-1:0] axi_awaddr,
    output logic [7:0] axi_awlen,
    output logic [2:0] axi_awsize,
    output logic [1:0] axi_awburst,
    output logic axi_awlock,
    output logic [3:0] axi_awcache,
    output logic [2:0] axi_awprot,
    output logic [3:0] axi_awqos,
    output logic [3:0] axi_awregion,
    output logic axi_awvalid,
    input  logic axi_awready
);
    typedef enum logic [2:0] {
        IDLE = 3'h0,
        DECODE = 3'h1,
        WRITE = 3'h2,
        READ = 3'h3,
        RESPONSE = 3'h4
    } state_t;
    typedef enum logic [2:0] {
        PutFullData = 3'h1,
        PutPartialData = 3'h2,
        Acquire = 3'h3,
        Get = 3'h4,
        ArithmeticData = 3'h5,
        LogicalData = 3'h6,
        Intent = 3'h7,
        Probe = 3'h0
    } opcode_t;
    state_t state, next_state;
    logic [SourceWidth-1:0] current_source;
    logic [AddrWidth-1:0] current_address;
    logic [DataWidth-1:0] current_data;
    logic [MaxSize-1:0] current_size;
    logic [2:0] current_opcode;
    logic [DataWidth/8-1:0] current_mask;
    logic [2:0] current_param;
    logic [3:0] current_corrupt;
    always_ff @(posedge clk_i or negedge rst_ni) begin
        if (!rst_ni) begin
            state <= IDLE;
            current_source <= '0;
            current_address <= '0;
            current_data <= '0;
            current_size <= '0;
            current_opcode <= '0;
            current_mask <= '0;
            current_param <= '0;
            current_corrupt <= '0;
        end else begin
            state <= next_state;
            if (state == IDLE && tl_a_valid) begin
                current_source <= tl_a_source;
                current_address <= tl_a_address;
                current_data <= tl_a_data;
                current_size <= tl_a_size;
                current_opcode <= tl_a_opcode;
                current_mask <= tl_a_mask;
                current_param <= tl_a_param;
                current_corrupt <= tl_a_corrupt;
            end
        end
    end
    always_comb begin
        case (state)
            IDLE: begin
                next_state = tl_a_valid ? DECODE : IDLE;
            end
            DECODE: begin
                case (tl_a_opcode)
                    PutFullData, PutPartialData: next_state = WRITE;
                    Get: next_state = READ;
                    default: next_state = RESPONSE;
                endcase
            end
            WRITE: begin
                next_state = axi_awready ? RESPONSE : WRITE;
            end
            READ: begin
                next_state = RESPONSE;
            end
            RESPONSE: begin
                next_state = tl_d_ready ? IDLE : RESPONSE;
            end
            default: next_state = IDLE;
        endcase
    end
    assign axi_awid = current_source;
    assign axi_awaddr = current_address;
    assign axi_awlen = (current_size == 6'h3) ? 8'h0 : 8'h1;  
    assign axi_awsize = current_size[2:0];
    assign axi_awburst = 2'b01;  
    assign axi_awlock = 1'b0;
    assign axi_awcache = 4'h0;
    assign axi_awprot = 3'h0;
    assign axi_awqos = 4'h0;
    assign axi_awregion = 4'h0;
    assign axi_awvalid = (state == WRITE);
    assign tl_d_address = current_address;
    assign tl_d_data = current_data;
    assign tl_d_valid = (state == RESPONSE);
    assign tl_d_source = current_source;
    assign tl_d_sink = '0;  
    assign tl_d_error = (current_corrupt != 0) ? 2'b01 : 2'b00;
    assign tl_d_opcode = current_opcode;
    assign tl_d_param = current_param[1:0];  
    assign tl_d_corrupt = current_corrupt;
    assign tl_a_ready = (state == IDLE);
endmodule 

===== design/flow/constraint.sdc =====
current_design tlul_to_axi4

set clk_period 4.9
set clk_io_pct 0.2

create_clock -name clk0 -period $clk_period [get_ports {clk_i}]

set non_clock_inputs [all_inputs -no_clocks]
set_input_delay [expr $clk_period * $clk_io_pct] -clock clk0 $non_clock_inputs
set_output_delay [expr $clk_period * $clk_io_pct] -clock clk0 [all_outputs]

===== design/flow/config.mk =====
export PLATFORM = sky130hd
export DESIGN_NAME = tlul_to_axi4
export DESIGN_NICKNAME = tlul_to_axi4
export VERILOG_FILES = /design/flow/design.v
export SDC_FILE = /design/flow/constraint.sdc
export NUM_CORES = 4
export LEC_CHECK = 1
export CORE_UTILIZATION = 30

==> run notes <==
Physical implementation

The number of I/O port buffers is 284. Synthesis instantiated 22 different standard cells from the library. The met1 capacity usage during global routing is 0.165.

After layout, the minimum clock period comes to about 2.7 ns. In the final routed layout, each cell accounts on average for 14.4 µm. The highest cell delay on the worst timing path is around 0.52 ns. The clock slew at the register clock pins of the worst setup and hold paths is ~0.05 ns. The wire length of the first global-routing pass is between 15 and 20 mm.

The kind of path behind the tightest hold check is input pin to asynchronous set/reset pin. From synthesis to final layout, the design area changed by 58.7%. The maximum clock insertion buffer count is 2. The core area is roughly 17000 µm².

The die is 136 µm tall. The simple logic cell fraction of the synthesized area is 0.00788. The post-detailed-route count of antenna-violating nets is 0. The root buffer selected by CTS is sky130_fd_sc_hd__clkbuf_16. The pre-placement core utilization is 0.310. The number of antenna violations at the first check in global routing is 0. The critical path goes through clkdlybuf4s50_1 > nand2_4 > inv_4 > buf_12 > mux2_2. The vias per cell is 4.14.

The final-report hold violation count is 0. The synth_stat.txt file lists the number of cells as 354. The share of the clock period used by the worst path after layout is 0.558. For the pin with the worst max-slew slack, the measured transition is 0.750 ns. In this run, post-CTS hold repair placed 0 buffers. The leftover overflow at the end of global routing is 0.

STA classifies the critical path startpoint as an input pin. Detailed routing inserted a total of 3479 vias. The worst hold-check slack is 0.392 ns. IR analysis of the VDD net gives a maximum drop of roughly 310 µV. The yosys synthesis chip area is approximately 5400 µm². The routed design ends up with an antenna cell count of 0. The largest net degree at the start of global routing is 62. The final routed wirelength across all metal layers is 12.1 mm. On the critical path the data arrives at 3.02 ns.

The fraction of the yosys area taken by sequential cells is 0.575. The minimum setup slack in the final design is 2.17 ns. The total half-perimeter wirelength after legalization and detailed placement is 8.92 mm. The stage logs contain a warning count of 34. The instance area after placement is ~8000 µm².

The count of buffer and inverter cells on the critical path is 3. The first TritonRoute pass finished after 4 iterations. Among all stages on the critical path, the largest delay is contributed by sky130_fd_sc_hd__clkdlybuf4s50_1. Among the non-sequential cells, multiplexers take the most area.

At the later pin of the worst-skew pair, clock insertion delay measures 0.40 ns. Sorting the synthesized cells by area gives the leading types as sky130_fd_sc_hd__dfrtp_1 57%, sky130_fd_sc_hd__mux2_2 19%, sky130_fd_sc_hd__buf_4 12%, sky130_fd_sc_hd__mux2_4 8.1%, sky130_fd_sc_hd__buf_12 1.1%. The DRC violation total left in the routed layout is recorded as 0. Along the worst path, the maximum fanout reaches 61.

The post-synthesis adder-cell area fraction is 0. The worst setup path is captured at a flip-flop. The xor/xnor share of the synthesized area is 0.00325. TritonCTS created 17 clock buffers. Setup violations remaining at the end of the flow were counted as 0. The count of warnings emitted by yosys is 1.

The number of register bits inferred by synthesis is 124. Across every metal layer, demand over resource in global routing totals 0.129. The top-area cell type share of the netlist area is 0.571. From left edge to right edge, the die measures 136 µm.

Setup repair after global routing left no endpoint under its margin. The data required time of the worst path is 5.19 ns. The aoi/oai-family share of the synthesized area is 0.00742. Across the routed clock network, the largest skew measured is ~0.0059 ns. met3 track demand over resource after global routing is 0.0445. The site row count is 48. The met2 track utilization from global routing is 0.219. The total negative slack for setup checks is 0 ns. The most common logic cell in the final layout is sky130_fd_sc_hd__clkdlybuf4s50_1. The TritonCTS clock tree is yes.

The power report puts the leakage power at 3.57 nW. The proportion of synthesized area in mux cells is 0.269. The power consumption is 4.84 mW. The final weighted congestion of routability-driven global placement is 0.772. Once iteration 0 of detailed routing completed, the report listed ~94 DRC markers.

The worst-case setup slack after placement is around 1.7 ns. The number of violations of the max-capacitance limit is 0. Summing every instance area after synthesis gives approximately 5400 µm². The maximum clock frequency is 366 MHz.

The CTS log lists the clock sinks for this run as 124. Per the final layout report, the fraction of cells sized above drive strength 1 comes to 0.253. Dividing total power by cell area gives a power density of 565 nW/µm². By startpoint and endpoint, the worst setup path is classified as input pin to flip-flop. For this design the top-level I/O count stands at 328. The mean cell area of the mapped netlist is 15.2 µm².

On the critical path the largest part of the delay comes from buffers and inverters. The worst reg-to-reg setup slack is 2.72 ns. The number of setup buffers added after CTS is 0. In the synthesized netlist, the number of instances is 354. The number of global-route vias before repair is 3430.

The worst max-slew margin expressed relative to the limit is 0.500. Global route summary, busiest routing layer listed as met2. The die outline area is 18500 µm². In the layout the commonest cells are 283 x sky130_fd_sc_hd__clkdlybuf4s50_1, 123 x sky130_fd_sc_hd__dfrtp_1, 90 x sky130_fd_sc_hd__mux2_2.

The number of cells upsized or downsized after cts is 0. The finished cells cover approximately 8600 µm². The run finished with clean final reports. Per the synthesis report, the dominant area consumer among library cells is sky130_fd_sc_hd__dfrtp_1.

The CTS H-tree depth is 4. In the final report, the number of pins over their slew limit comes to 0.
worst paths after layout:
path / from / to / cells after the start
hold reg to reg: state[4]$_DFF_PN0_ / state[1]$_DFF_PN0_ / 2
min in group clk0: state[4]$_DFF_PN0_ / state[1]$_DFF_PN0_ / 2
hold / removal: rst_ni / current_data[22]$_DFFE_PN0P_ / 1
setup reg to reg: state[0]$_DFF_PN1_ / current_address[11]$_DFFE_PN0P_ / 4
max in group asynchronous: rst_ni / current_opcode[0]$_DFFE_PN0P_ / 2
setup / recovery: tl_a_valid / current_address[11]$_DFFE_PN0P_ / 5
routing by layer:
layer  up-vias  wire [µm]
met5         -          0
met4         0        150
met3        12       1120
met2       164       6140
met1      1710       4660
li1       1593          -
flip-flops by register name, summed over array words and instances (netlist names):
signal and count:
current_address 32, current_corrupt 4, current_data 64, current_opcode 3
current_param 2, current_size 6, current_source 8, state 5
area by class of cell:
class                      count  area, µm²
inverter                       5       21.3
sequential                   124       3100
clock buffer                  21        460
fill                        1491       8850
tap                          225        282
clock inverter                11        143
multi-input combinational    168       1680
timing repair buffer         287       2880
power breakdown:
part / internal (mW) / switching (mW) / total (mW)
clock network: 0.824 / 0.434 / 1.26
registers: 1.50 / 0.293 / 1.80
logic: 1.50 / 0.283 / 1.78
kinds of logic after synthesis:
logic type | after synthesis
AND/OR/NAND/NOR | 7
multiplexers | 119
other | 2
AND-OR/OR-AND | 6
buffers and inverters | 94
flip-flops | 124
XOR/XNOR | 2
per-stage QoR:
step / util / cells
6_report: 0.492 / 841
3_3_place_gp: 0.457 / 809
3_5_place_dp: 0.457 / 809
2_1_floorplan: - / 386
5_1_grt: 0.492 / 841
4_1_cts: 0.492 / 841
synth_stat cells:
library cell,n
sky130_fd_sc_hd__nor4_1,1
sky130_fd_sc_hd__nor3_1,1
sky130_fd_sc_hd__inv_4,1
sky130_fd_sc_hd__dfrtp_1,123
sky130_fd_sc_hd__or4_1,1
sky130_fd_sc_hd__conb_1,2
sky130_fd_sc_hd__xor2_1,1
sky130_fd_sc_hd__buf_12,3
sky130_fd_sc_hd__buf_4,85
sky130_fd_sc_hd__dfstp_2,1
sky130_fd_sc_hd__nand3_1,1
sky130_fd_sc_hd__nand2_1,2
sky130_fd_sc_hd__mux2_2,90
sky130_fd_sc_hd__o21ai_0,3
sky130_fd_sc_hd__a221oi_1,1
sky130_fd_sc_hd__buf_8,1
sky130_fd_sc_hd__o21a_1,1
sky130_fd_sc_hd__mux2_4,29
sky130_fd_sc_hd__inv_1,4
sky130_fd_sc_hd__o32ai_1,1
sky130_fd_sc_hd__nand2_4,1
sky130_fd_sc_hd__xnor2_1,1
Power figures rest on the tool's default switching activity, not on a simulated workload.
